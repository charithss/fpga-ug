File: design/flow/run.sh
#!/bin/bash
# OpenROAD 26Q1-2900-gdf79404cd8, Yosys 0.63+post, stock flow scripts
make -C /OpenROAD-flow-scripts/flow DESIGN_CONFIG=/design/flow/config.mk WORK_HOME=/design/flow/orfs finish
File: design/flow/config.mk
export PLATFORM = sky130hd
export DESIGN_NAME = comparator_store
export DESIGN_NICKNAME = comparator_store
export VERILOG_FILES = /design/flow/design.v
export SDC_FILE = /design/flow/constraint.sdc
export NUM_CORES = 4
export LEC_CHECK = 1
export CORE_AREA = 10 10 70 70
export DIE_AREA = 0 0 80 80
File: design/flow/constraint.sdc
current_design comparator_store

set clk_period 1.5
set clk_io_pct 0.2

create_clock -name clk0 -period $clk_period [get_ports {program}]

set non_clock_inputs [all_inputs -no_clocks]
set_input_delay [expr $clk_period * $clk_io_pct] -clock clk0 $non_clock_inputs
set_output_delay [expr $clk_period * $clk_io_pct] -clock clk0 [all_outputs]
File: design/flow/design.v
`timescale 1ns / 1ps
module comparator(codein, coderetrive, compare);
    input [2:0] codein;
    input [2:0] coderetrive;
    output compare;
	 reg compare;
	 always @(codein or coderetrive)
		begin
			if(coderetrive == codein) compare = 1'b1;
			else compare = 1'b0;
		end
endmodule
`timescale 1ns / 1ps
module comparator_store(codein, code_no, program, compare);
    input [2:0] codein;
    input [1:0] code_no;
    input program;
    output compare;
	 reg [2:0] codestore;
	 reg [2:0] codestore0 = 3'b001;		 
	 reg [2:0] codestore1 = 3'b010;
	 reg [2:0] codestore2 = 3'b100;
	 always @(code_no)
		begin
			if(code_no == 2'b00) codestore <= codestore0;
			else if(code_no == 2'b01) codestore <= codestore1;
			else if(code_no == 2'b10) codestore <= codestore2;
			else codestore <= 3'bxxx;
		end
	 comparator comp(codein, codestore, compare);
	 always @(posedge program)
		begin
			if(code_no == 0) codestore0 = codein;
			else if(code_no == 1) codestore1 = codein;
			else if(code_no == 2) codestore2 = codein;
		end
endmodule
==> flow_summary_export.csv <==
group,metric,value,unit
critical_path,cpPeakStageDelay,0.36,ns
final_layout,stdcell_count,85,
drt,drc_errors,0,
die,die-area,6400,sq um
clock_network,clk_path_buf_depth,2,
flow_run,max_cap_viol_count,0,
drt,antennaDiodeCount,0,
clock_network,h-tree-depth,1,
synthesis,yosys_register_bits,9,
synthesis,ys_cells,27,
drt,wirelength,735,um
grt,grt_pass1_vias,259,
synthesis,synth_cells,27,
final_layout,finish.utilization,16.1,%
sta,relSlewSlack,78.4,%
die,core,3420,sq um
sta,finalHoldViolations,0,
synthesis,synth.avg_cell_area,15.1,sq um
place,dp_cells,81,
critical_path,cp.required,1.20,ns
critical_path,endpoint_kind,"output pin",
die,rows,21,
die,ios,7,
place,routabilityCongestion,0.787,
grt,antenna_found_initial,0,
final_layout,stdcell_area,551,sq um
clock_network,ctsHoldBuffers,0,
sta,fin_tns_setup,-0.0953,ns
synthesis,yosysUniqueCellTypes,11,
critical_path,critPathTopFamily,"flip-flops",
drt,ant_nets,0,
sta,finalSetupViolCount,1,
place,dp_hpwl,564,um
sta,period_used_share,106,%
hold_path,hp-class,"in -> reg",
sta,rsz0062_at_grt,"yes",
drt,firstDrtPassIters,2,
synthesis,synth_area,407,sq um
synthesis,ys_seq_share,66.5,%
clock_network,clk_pin_slew,0.06,ns
clock_network,cts_made_buffers,3,
sta,slew_violations,0,
drt,drt-initial-drc-count,3,
clock_network,clockRootBuffer,"clkbuf_4",
critical_path,worst-path-stages,5,
hold_path,hold_depth,3,
final_layout,drive_gt1_share,28.2,%
place,io_buffers,6,
sta,worstMarginPinSlew,0.323,ns
synthesis,synth_warnings,2,
clock_network,post_cts_buffers,0,
clock_network,cts_sinks,9,
critical_path,critPathKind,"reg -> out",
die,die_height,80,um
critical_path,arrival,1.30,ns
power,power.density,985,nW/um^2
drt,vias,226,
synthesis,ys_chip_area,407,sq um
sta,max_freq,0.627,GHz
power,finalPower,0.542,mW
critical_path,start_kind,"flip-flop",
critical_path,crit_slowest_cell,"edfxtp_1",
grt,overflow,0,
place,dp_worst_setup_slack,-0.883,ns
sta,period_needed,1.60,ns
power,ir_worst_vdd,0.000314,V
grt,grt_util_all_layers,2.44,%
clock_network,cts_tree,"done",
sta,fin_hold_ws,0.681,ns
sta,setup_ws,-0.0953,ns
critical_path,path_cells,"mux2i_1, o21ai_1, xor2_1, nor3_2, buf_2",
critical_path,worst-path-max-fanout,1,
final_layout,most-common-layout-cells,"9 x edfxtp_1, 4 x buf_4",
grt,grt_pass1_wl,1140,um
final_layout,layout_top_cell,"edfxtp_1",
status,violations,"setup timing",
die,die_w,80,um
drt,vias_per_cell,2.66,
die,initCoreUtil,11.9,%
critical_path,crit_buf_inv,1,
drt,wl_per_cell,8.65,um
place,place_area,528,sq um
final_layout,area_delta_synth_final,35.4,%
flow_run,tool_warnings,27,
power,p_leak,0.201,nW
grt,grt_max_degree,8,
status,outcome,"finished, violations left",
==> cell families after synthesis <==
family	count (synthesis)	synth area share, %
flip-flops	9	66.5
multiplexers	3	7.38
buffers and inverters	2	6.46
XOR/XNOR	3	6.46
AND-OR/OR-AND	3	3.69
AND/OR/NAND/NOR	7	9.54
==> cell type report <==
class,count,area [sq um]
well taps,46,57.6
flip-flops and latches,9,270
repair buffers,10,85.1
clock buffers,3,22.5
fillers,382,2870
multi-input cells,16,110
clock inverters,1,5.00
==> sequential cells by signal, summed over array words and instances (netlist names) <==
register,flops
codestore0,3
codestore2,3
codestore1,3
==> power breakdown <==
group	internal [mW]	total, mW	switching (mW)
combinational	0.0337	0.0653	0.0316
sequential	0.296	0.299	0.00339
clock	0.0980	0.178	0.0802
total	0.427	0.542	0.115
==> cell usage after synthesis <==
master | number | area [sq um]
edfxtp_1 | 9 | 270
mux2i_1 | 3 | 30.0
nand2_1 | 3 | 11.3
xor2_1 | 3 | 26.3
o21ai_1 | 3 | 15.0
buf_6 | 1 | 11.3
nor3_2 | 1 | 10.0
nor2_1 | 1 | 3.75
buf_8 | 1 | 15.0
and2b_1 | 1 | 7.51
nor2b_1 | 1 | 6.26
==> per-layer routing <==
| metal | track usage (%) | up-vias | routed length (um) | share of wire, % |
|---|---|---|---|---|
| met3 | 2.05 | 2 | 76 | 10 |
| met5 | 0 | - | 0 | 0 |
| met1 | 2.42 | 97 | 317 | 43 |
| met4 | 0.352 | 0 | 10 | 1.4 |
| li1 | - | 120 | - | - |
| met2 | 3.93 | 7 | 331 | 45 |
==> what timing repair did <==
| item | 4_1_cts | 5_1_grt |
|---|---|---|
| endpoints found under the hold margin | 0 | 0 |
| endpoints found under the setup margin | 1 | 1 |
| pin swaps | 1 | 0 |
| gates resized | 8 | 0 |
==> final timing paths <==
check          start            end  slack, ns
max    codestore1[0]        compare       -0.1
min       code_no[0]  codestore0[1]       0.68
Power and IR drop assume default switching activity.
